File: design/flow/config.mk
export PLATFORM = sky130hd
export DESIGN_NAME = rd_ptr_ctrl
export DESIGN_NICKNAME = rd_ptr_ctrl
export VERILOG_FILES = /design/flow/design.v
export SDC_FILE = /design/flow/constraint.sdc
export NUM_CORES = 4
export LEC_CHECK = 1
export CORE_AREA = 10 10 77 77
export DIE_AREA = 0 0 87 87
File: design/flow/constraint.sdc
current_design rd_ptr_ctrl

set clk_period 4.1
set clk_io_pct 0.2

create_clock -name clk0 -period $clk_period [get_ports {clk}]

set non_clock_inputs [all_inputs -no_clocks]
set_input_delay [expr $clk_period * $clk_io_pct] -clock clk0 $non_clock_inputs
set_output_delay [expr $clk_period * $clk_io_pct] -clock clk0 [all_outputs]
File: design/flow/design.v
`timescale 1ns / 1ps
module rd_ptr_ctrl #(
    parameter ADDR_WIDTH = 4
)(
    input  wire                  clk,
    input  wire                  rst,
    input  wire                  rd_en,
    input  wire [ADDR_WIDTH:0]  wr_gray_sync,  
    output reg  [ADDR_WIDTH:0]  rd_bin,
    output reg  [ADDR_WIDTH:0]  rd_gray,
    output wire                 empty
);
    wire [ADDR_WIDTH:0] rd_bin_next;
    wire [ADDR_WIDTH:0] rd_gray_next;
    assign rd_bin_next  = rd_bin + (rd_en & ~empty);
    assign rd_gray_next = rd_bin_next ^ (rd_bin_next >> 1);
    assign empty = (rd_gray == wr_gray_sync);
    always @(posedge clk or posedge rst) begin
        if (rst) begin
            rd_bin  <= 0;
            rd_gray <= 0;
        end else begin
            rd_bin  <= rd_bin_next;
            rd_gray <= rd_gray_next;
        end
    end
endmodule
File: design/flow/run.sh
#!/bin/bash
# OpenROAD 26Q1-2900-gdf79404cd8, Yosys 0.63+post, stock flow scripts
make -C /OpenROAD-flow-scripts/flow DESIGN_CONFIG=/design/flow/config.mk WORK_HOME=/design/flow/orfs finish
==> results.sh <==
# implementation run metrics
export IMPL_relSlewSlack_pct=78.0
export IMPL_worstPathCellList="clkdlybuf4s50_1, xnor2_1, nand2_1, nor4_1, clkdlybuf4s50_1"
export IMPL_placed_cells=100
export IMPL_max_clock_path_buffers=2
export IMPL_maxCapViolations=0
export IMPL_r2r_start="rd_gray[1]"
export IMPL_startpoint_type="primary input"
export IMPL_hold_path_class="reg2reg"
export IMPL_overflow=0
export IMPL_skew_ns=0.000475
export IMPL_drt_initial_drc_count=22
export IMPL_cp_end_kind="primary output"
export IMPL_drc=0
export IMPL_drive_gt1_share_pct=9.62
export IMPL_yosys_stat_cells=31
export IMPL_post_synth_num_cell_types=12
export IMPL_synth_cells=31
export IMPL_synth_top_cell_by_area="dfrtp_1"
export IMPL_reg2reg_slack_ns=2.17
export IMPL_synth_flops=9
export IMPL_warnings=25
export IMPL_synth_cell_area_um2=417
export IMPL_fin_total_pwr_uw=517
export IMPL_p_int_uw=367
export IMPL_hold_start="rd_bin[0]"
export IMPL_fin_tns_setup_ns=0
export IMPL_lay_top_cells="clkdlybuf4s50_1 (18), dfrtp_1 (9), xor2_1 (6)"
export IMPL_ctsHoldBuffers=0
export IMPL_hold_ws_ns=0.558
export IMPL_status="finished, final reports clean"
export IMPL_cts_reportedPaths_clkPinSlew_ns=0.04
export IMPL_cp_slowest_cell="clkdlybuf4s50_1"
export IMPL_routabilityCongestion=0.799
export IMPL_syn_avg_cell_area_um2=13.4
export IMPL_yosys_warnings=1
export IMPL_area_growth_pct=67.9
export IMPL_antenna_found_initial=0
export IMPL_row_count=24
export IMPL_p_sw_uw=151
export IMPL_cp_arrival_ns=2.27
export IMPL_rsz0062_at_grt="false"
export IMPL_critical_path_top_delay_family="buffers and inverters"
export IMPL_clk_latency_ns=0.22
export IMPL_clkPwrFrac_pct=18.7
export IMPL_dpl_hpwl_um=770
export IMPL_grt_max_degree=10
export IMPL_power_frac_seq_pct=35.1
export IMPL_top_cell_area_share_pct=54.1
export IMPL_coreArea_um2=4350
export IMPL_clockRootBuffer="clkbuf_8"
export IMPL_startpoint="wr_gray_sync[1]"
export IMPL_grt_pass1_vias=324
export IMPL_final_cells=104
export IMPL_rr_endpoint="rd_gray[1]"
export IMPL_max_freq_ghz=0.323
export IMPL_diodes=0
export IMPL_tightest_slew_ns=0.330
export IMPL_fp_util_pct=9.57
export IMPL_switching_share_pct=29.1
export IMPL_cts_sinks=9
export IMPL_fp_dieH_um=87
export IMPL_avgRoutedWirePerCell_um=8.86
export IMPL_cts_tree="done"
export IMPL_htree_num_levels=1
export IMPL_required_ns=3.28
export IMPL_combPwrFrac_pct=46.1
export IMPL_cp_common_cell="clkdlybuf4s50_1"
export IMPL_grt_pass1_wl_um=1520
export IMPL_cts_setup_buffers=0
export IMPL_fp_dieW_um=87
export IMPL_holdPathEnd="rd_bin[0]"
export IMPL_grt_use_total_pct=2.44
export IMPL_ys_chip_area_um2=417
export IMPL_reg2reg_depth=7
export IMPL_cts_made_buffers=3
export IMPL_slowest_delay_ns=0.52
export IMPL_path_buffers=2
export IMPL_dieArea_um2=7570
export IMPL_top_cells_by_area="dfrtp_1 (54%), xor2_1 (13%), xnor2_1 (8.4%)"
export IMPL_num_io_pins=19
export IMPL_peakVddDrop_v=0.000149
export IMPL_yosysSeqAreaShare_pct=54.1
export IMPL_path_max_fanout=2
export IMPL_layout_top_cell="clkdlybuf4s50_1"
export IMPL_first_pass_iters=2
export IMPL_antenna_left=0
export IMPL_period_used_pct=75.4
export IMPL_vias=287
export IMPL_hold_viol_final=0
export IMPL_finalCriticalPeriod_ns=3.09
export IMPL_worstSetupPathType="in2out"
export IMPL_setup_viol=0
export IMPL_io_buffers=18
export IMPL_power_density_nw_per_um2=739
export IMPL_drv_slew=0
export IMPL_final_util_pct=16.1
export IMPL_cts_resized=0
export IMPL_hold_path_depth=1
export IMPL_power_leakage_nw=0.280
export IMPL_avgViaCountPerCell=2.76
export IMPL_wl_um=921
==> layer usage <==
layer	GRT usage [%]	wire length, um
met2	3.60	367
met1	3.03	396
met5	0	0
met4	1.33	38
met3	0.849	119
==> how the worst max path moves through the flow <==
stage | endpoint | slack (ns) | cells after the start
6_report | empty | 1.01 | 5
5_1_grt | empty | 0.89 | 5
4_1_cts | empty | 1.0 | 5
==> cells in the mapped netlist <==
cell	number
buf_4	1
dfrtp_1	9
ha_1	2
inv_1	2
nand2_1	1
nand3_1	2
nor4_1	1
o41a_1	1
xnor2_1	4
xnor2_2	1
xor2_1	6
xor2_2	1
==> worst reg2reg max path: stages (launching register included) <==
cell     delay [ns]
dfrtp_1        0.38
xnor2_1        0.13
nand2_1        0.08
o41a_1         0.42
ha_1           0.21
ha_1           0.23
xor2_2         0.21
xor2_1         0.15
==> metrics by stage <==
stage                     setup slack [ns]  area [um^2]
after floorplan                       1.81          417
after detailed placement              1.00          654
final                                 1.01          699
after CTS                            0.997          699
after global placement                1.04          654
after global routing                 0.887          699
==> cells by family after synthesis <==
| logic type | Yosys count | share of synthesized area (%) |
|---|---|---|
| AOI/OAI and AO/OA | 1 | 2.70 |
| DFF | 9 | 54.1 |
| buffers and inverters | 3 | 3.60 |
| and+or+nand+nor | 4 | 4.80 |
| adders and majority gates | 2 | 6.01 |
| xor gates and xnor gates | 12 | 28.8 |
==> power by group through the flow <==
stage     registers [mW]  clock network [mW]  logic [mW]
4_1_cts            0.183               0.100       0.247
5_1_grt            0.190               0.109       0.271
6_report           0.182              0.0969       0.239
==> flip-flops by register name (all words and copies together) (netlist names) <==
| register | count |
|---|---|
| rd_bin | 5 |
| rd_gray | 4 |
==> layout make-up <==
cell class	instances	area [um^2]
Sequential cell	9	225
Inverter	2	7.51
Clock buffer	4	45.0
Tap cell	52	65.1
Fill cell	469	3650
Multi-Input combinational cell	19	176
Timing Repair Buffer	18	180
Power is estimated from default activity; no workload was simulated.
