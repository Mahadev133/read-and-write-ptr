`flow/config.mk`:
```
export PLATFORM = sky130hd
export DESIGN_NAME = sync_gray
export DESIGN_NICKNAME = sync_gray
export VERILOG_FILES = /design/flow/design.v
export SDC_FILE = /design/flow/constraint.sdc
export NUM_CORES = 4
export LEC_CHECK = 1
export CORE_AREA = 10 10 70 70
export DIE_AREA = 0 0 80 80
```
`flow/constraint.sdc`:
```
current_design sync_gray

set clk_period 1.0
set clk_io_pct 0.2

create_clock -name clk0 -period $clk_period [get_ports {clk}]

set non_clock_inputs [all_inputs -no_clocks]
set_input_delay [expr $clk_period * $clk_io_pct] -clock clk0 $non_clock_inputs
set_output_delay [expr $clk_period * $clk_io_pct] -clock clk0 [all_outputs]
```
`flow/design.v`:
```
`timescale 1ns / 1ps
module sync_gray #(
    parameter WIDTH = 5
)(
    input  wire clk,
    input  wire [WIDTH-1:0] async_gray_in,
    output reg  [WIDTH-1:0] sync_gray_out
);
    reg [WIDTH-1:0] sync_ff1;
    always @(posedge clk) begin
        sync_ff1       <= async_gray_in;
        sync_gray_out  <= sync_ff1;
    end
endmodule
```
`flow/run.sh`:
```
#!/bin/bash
# OpenROAD 26Q1-2900-gdf79404cd8, Yosys 0.63+post, stock flow scripts
make -C /OpenROAD-flow-scripts/flow DESIGN_CONFIG=/design/flow/config.mk WORK_HOME=/design/flow/orfs finish
```
==> flow_metrics.env <==
# yosys + openroad results
export IMPL_fmax_ghz=1.07
export IMPL_cts_sinks=10
export IMPL_tool_warnings=25
export IMPL_hold_viol=0
export IMPL_wl_per_cell_um=6.00
export IMPL_worst_hold_path_type="flop to flop"
export IMPL_postCtsSetupRepairBufs=0
export IMPL_clockBufferDepth=2
export IMPL_endpoint_kind="output port"
export IMPL_ys_flop_type="dfxtp_1"
export IMPL_dr_wl_met3_um=59
export IMPL_crit_fanout=1
export IMPL_yosysUniqueCellTypes=1
export IMPL_worstPathArrival_ns=0.73
export IMPL_drtAntennaViolNets=0
export IMPL_synth_warnings=1
export IMPL_power_density_mw_per_mm2=2020
export IMPL_crit_slowest_cell="dfxtp_1"
export IMPL_grt_max_degree=7
export IMPL_syn_area_per_cell_um2=20.0
export IMPL_path_class="flop to output port"
export IMPL_maxCapViolations=0
export IMPL_holdCritStartpoint="sync_ff1[4]"
export IMPL_drtIter0Drc=0
export IMPL_top_cell_area_share_pct=100
export IMPL_place_congestion=0.593
export IMPL_maxSlewViolCount=0
export IMPL_netlist_area_um2=200
export IMPL_layout_drive_gt1_share_pct=20.8
export IMPL_slew_limit_headroom_pct=95.9
export IMPL_tns_ns=0
export IMPL_num_antenna_cells=0
export IMPL_r2r_start="sync_ff1[3]"
export IMPL_yosys_stat_chipArea_um2=200
export IMPL_rr_endpoint="sync_gray_out[3]"
export IMPL_track_usage_pct=1.26
export IMPL_clock_latency_ns=0.25
export IMPL_whs_path_depth=0
export IMPL_grt_setup_unrepaired="false"
export IMPL_crit_family="flip-flops"
export IMPL_ys_top_cells_by_count="dfxtp_1 (10)"
export IMPL_nMultiInputCombCells=0
export IMPL_cp_cell_sequence="clkdlybuf4s15_1"
export IMPL_synth_cells=10
export IMPL_fp_dieH_um=80
export IMPL_fillers=395
export IMPL_holdBufCountCts=0
export IMPL_htree_levels=1
export IMPL_io_pins=11
export IMPL_cp_buffers_inverters=1
export IMPL_async_flop_share_pct=0
export IMPL_wl_met2_um=157
export IMPL_firstDrtPassIters=1
export IMPL_post_route_period_util_pct=93.2
export IMPL_cellLeakagePower_nw=0.148
export IMPL_cts_tree="done"
export IMPL_yosysMostFrequentCell="dfxtp_1"
export IMPL_top_area_cell="dfxtp_1"
export IMPL_edf_count=0
export IMPL_hold_end="sync_gray_out[4]"
export IMPL_min_period_ns=0.932
export IMPL_die_area_mm2=0.00640
export IMPL_met1_length_um=175
export IMPL_required_ns=0.80
export IMPL_cts_buffers=3
export IMPL_worst_slew_pin_slew_ns=0.0613
export IMPL_status="finished, final reports clean"
export IMPL_cts_root_buf="clkbuf_4"
export IMPL_grt_pass1_wl_um=586
export IMPL_syn_to_final_growth_pct=97.5
export IMPL_ys_seq_share_pct=100
export IMPL_core_region_area_mm2=0.00342
export IMPL_ir_drop_mv=0.246
export IMPL_fp_dieW_um=80
export IMPL_ff2ff_setup_slack_ns=0.60
export IMPL_grt_pass1_vias=116
export IMPL_viasPerCell=1.60
export IMPL_ys_ff=10
export IMPL_initial_core_util_pct=5.86
export IMPL_topCellsByArea="dfxtp_1 (100%)"
export IMPL_antenna_found_initial=0
export IMPL_cpPeakStageDelay_ns=0.30
export IMPL_yosys_cells=10
export IMPL_drc=0
export IMPL_cp_start_kind="flop"
export IMPL_skew_ns=0.0000450
export IMPL_overflow=0
export IMPL_fin_util_pct=11.6
export IMPL_rows=21
export IMPL_setup_violations_final=0
export IMPL_portBuffers=10
export IMPL_drt_wl_total_um=420
export IMPL_clk_pin_slew_ns=0.06
export IMPL_ff2ff_path_depth=0
export IMPL_vias=112
export IMPL_top_layer="met4"
export IMPL_final_comb_area_um2=0
what timing repair did:
| item | 4_1_cts | 5_1_grt |
|---|---|---|
| resized | 7 | 4 |
| cloned | 0 | 0 |
| pin swaps | 0 | 0 |
| setup endpoints to repair | 5 | 3 |
cell usage in the layout, fill, tap and decap left out:
cell type,count
clkbuf_8,1
clkdlybuf4s15_1,5
clkdlybuf4s50_1,5
dfxtp_2,1
clkbuf_4,3
dfxtp_1,9
routing by layer:
metal | GRT usage [%] | vias to the layer above
li1 | - | 57
met1 | 1.28 | 45
met2 | 1.28 | 8
met3 | 1.25 | 2
met4 | 1.41 | 0
met5 | 0 | -
metrics by stage:
stage / std cells / hold WS, ns / area (µm²) / setup WS, ns / power, mW
CTS: 70 / 0.327 / 390 / 0.000690 / 0.817
global placement: 66 / 0.311 / 358 / 0.0408 / 0.471
detailed placement: 66 / 0.312 / 358 / 0.0405 / 0.471
finish: 70 / 0.325 / 395 / 0.0679 / 0.800
floorplan: 10 / 0.228 / 200 / 0.538 / 0.430
global route: 70 / 0.331 / 395 / 0.00227 / 0.842
layout make-up:
cell class            instances  area (µm²)  area share (%)
Sequential cell              10         201            50.9
Timing Repair Buffer         10         100            25.3
Tap cell                     46        57.6            14.6
Clock buffer                  4        36.3            9.18
where the power goes:
part           total, mW  switching (mW)  internal [mW]
Sequential         0.424         0.00396          0.420
Combinational     0.0326         0.00398         0.0286
Clock              0.344           0.123          0.220
logic make-up (layout without fill, tap and decap cells):
kind of cell           count (synthesis)  count (layout)  synth area share, %
DFF                                   10              10                  100
buffers and inverters                  0              14                    0
state kept, by name, summed over array words and instances, names as in the netlist:
| name | flops |
|---|---|
| sync_ff1 | 5 |
| sync_gray_out | 5 |
how the worst max path moves through the flow:
stage                   to             start  slack (ns)  depth (start not counted)
4_1_cts   sync_gray_out[2]  sync_gray_out[2]      0.0007                          1
5_1_grt   sync_gray_out[4]  sync_gray_out[4]       0.002                          1
6_report  sync_gray_out[2]  sync_gray_out[2]        0.07                          1
Power figures rest on the tool's default switching activity, not on a simulated workload.
